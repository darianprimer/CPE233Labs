===== flow/run.sh =====
#!/bin/bash
# OpenROAD 26Q1-2900-gdf79404cd8, Yosys 0.63+post, stock flow scripts
make -C /OpenROAD-flow-scripts/flow DESIGN_CONFIG=/design/flow/config.mk WORK_HOME=/design/flow/orfs finish

===== flow/constraint.sdc =====
current_design SevSegDisp

set clk_period 3.9
set clk_io_pct 0.2

create_clock -name clk0 -period $clk_period [get_ports {CLK}]

set non_clock_inputs [all_inputs -no_clocks]
set_input_delay [expr $clk_period * $clk_io_pct] -clock clk0 $non_clock_inputs
set_output_delay [expr $clk_period * $clk_io_pct] -clock clk0 [all_outputs]

===== flow/config.mk =====
export PLATFORM = sky130hd
export DESIGN_NAME = SevSegDisp
export DESIGN_NICKNAME = SevSegDisp
export VERILOG_FILES = /design/flow/design.v
export SDC_FILE = /design/flow/constraint.sdc
export NUM_CORES = 4
export LEC_CHECK = 1
export CORE_UTILIZATION = 50

===== flow/design.v =====
`timescale 1ns / 1ps
module BCD(
    input [15:0] HEX,
    output logic [3:0] THOUSANDS,
    output logic [3:0] HUNDREDS,
    output logic [3:0] TENS,
    output logic [3:0] ONES
    );
    int i;
    always_comb begin
        THOUSANDS = 4'h0;
        HUNDREDS = 4'h0;
        TENS = 4'h0;
        ONES = 4'h0;
        for (i=15; i>=0; i=i-1) begin
            if (THOUSANDS >= 5)
                THOUSANDS = THOUSANDS + 3;
            if (HUNDREDS >= 5)
                HUNDREDS = HUNDREDS + 3;
            if (TENS >= 5)
                TENS = TENS + 3;
            if (ONES >= 5)
                ONES = ONES + 3;
            THOUSANDS = {THOUSANDS[2:0],HUNDREDS[3]};
            HUNDREDS = {HUNDREDS[2:0],TENS[3]};
            TENS = {TENS[2:0],ONES[3]};
            ONES = {ONES[2:0],HEX[i]};
       end
   end
endmodule
`timescale 1ns / 1ps
module CathodeDriver(
    input CLK,                   
    input [15:0] HEX,
    output logic [7:0] CATHODES,
    output logic [3:0] ANODES
    );
    logic s_clk_500 = 1'b0;              
    logic [1:0] r_disp_digit = 2'b00;    
    logic [19:0] clk_div_counter = 20'h00000;
	always_ff @(posedge CLK) begin
        clk_div_counter = clk_div_counter + 1;
        if ( clk_div_counter == 20'h186A0) begin      
            clk_div_counter = 20'h00000;
            s_clk_500 = ~s_clk_500;          
        end
    end
    always_ff @(posedge s_clk_500) begin
        case (r_disp_digit)
            2'b00: begin
                ANODES= 4'b1110;
                case (HEX[3:0])
                    4'b0000: CATHODES = 8'b10000001;  
                    4'b0001: CATHODES = 8'b11001111;  
                    4'b0010: CATHODES = 8'b10010010;  
                    4'b0011: CATHODES = 8'b10000110;  
                    4'b0100: CATHODES = 8'b11001100;  
                    4'b0101: CATHODES = 8'b10100100;  
                    4'b0110: CATHODES = 8'b10100000;  
                    4'b0111: CATHODES = 8'b10001111;  
                    4'b1000: CATHODES = 8'b10000000;  
                    4'b1001: CATHODES = 8'b10001100;  
                    4'b1010: CATHODES = 8'b10001000;  
                    4'b1011: CATHODES = 8'b11100000;  
                    4'b1100: CATHODES = 8'b10110001;  
                    4'b1101: CATHODES = 8'b11000010;  
                    4'b1110: CATHODES = 8'b10110000;  
                    4'b1111: CATHODES = 8'b10111000;  
                    default: CATHODES = 8'b11111111;  
                endcase
            end
            2'b01: begin
                ANODES= 4'b1101;
                case (HEX[7:4])
                    4'b0000: CATHODES = 8'b10000001;
                    4'b0001: CATHODES = 8'b11001111;
                    4'b0010: CATHODES = 8'b10010010;
                    4'b0011: CATHODES = 8'b10000110;
                    4'b0100: CATHODES = 8'b11001100;
                    4'b0101: CATHODES = 8'b10100100;
                    4'b0110: CATHODES = 8'b10100000;
                    4'b0111: CATHODES = 8'b10001111;
                    4'b1000: CATHODES = 8'b10000000;
                    4'b1001: CATHODES = 8'b10001100;
                    4'b1010: CATHODES = 8'b10001000;  
                    4'b1011: CATHODES = 8'b11100000;
                    4'b1100: CATHODES = 8'b10110001;
                    4'b1101: CATHODES = 8'b11000010;
                    4'b1110: CATHODES = 8'b10110000;
                    4'b1111: CATHODES = 8'b10111000;
                    default: CATHODES = 8'b11111111;  
                endcase
            end
            2'b10: begin
                ANODES= 4'b1011;
                case (HEX[11:8])
                    4'b0000: CATHODES = 8'b10000001;
                    4'b0001: CATHODES = 8'b11001111;
                    4'b0010: CATHODES = 8'b10010010;
                    4'b0011: CATHODES = 8'b10000110;
                    4'b0100: CATHODES = 8'b11001100;
                    4'b0101: CATHODES = 8'b10100100;
                    4'b0110: CATHODES = 8'b10100000;
                    4'b0111: CATHODES = 8'b10001111;
                    4'b1000: CATHODES = 8'b10000000;
                    4'b1001: CATHODES = 8'b10001100;
                    4'b1010: CATHODES = 8'b10001000;  
                    4'b1011: CATHODES = 8'b11100000;
                    4'b1100: CATHODES = 8'b10110001;
                    4'b1101: CATHODES = 8'b11000010;
                    4'b1110: CATHODES = 8'b10110000;
                    4'b1111: CATHODES = 8'b10111000;
                    default: CATHODES = 8'b11111111;  
                endcase
            end
            2'b11: begin
                ANODES= 4'b0111;
                case (HEX[15:12])
                    4'b0000: CATHODES = 8'b10000001;
                    4'b0001: CATHODES = 8'b11001111;
                    4'b0010: CATHODES = 8'b10010010;
                    4'b0011: CATHODES = 8'b10000110;
                    4'b0100: CATHODES = 8'b11001100;
                    4'b0101: CATHODES = 8'b10100100;
                    4'b0110: CATHODES = 8'b10100000;
                    4'b0111: CATHODES = 8'b10001111;
                    4'b1000: CATHODES = 8'b10000000;
                    4'b1001: CATHODES = 8'b10001100;
                    4'b1010: CATHODES = 8'b10001000;  
                    4'b1011: CATHODES = 8'b11100000;
                    4'b1100: CATHODES = 8'b10110001;
                    4'b1101: CATHODES = 8'b11000010;
                    4'b1110: CATHODES = 8'b10110000;
                    4'b1111: CATHODES = 8'b10111000;
                    default: CATHODES = 8'b11111111;  
                endcase
            end
            default: begin       
                ANODES = 4'hF;
                CATHODES = 8'hFF;
                r_disp_digit = 2'b00;
            end
        endcase
        r_disp_digit = r_disp_digit + 1;
    end
endmodule
`timescale 1ns / 1ps
module SevSegDisp(
    input CLK,               
    input MODE,              
    input [15:0] DATA_IN,
    output [7:0] CATHODES,
    output [3:0] ANODES
    );
    logic [15:0] BCD_Val;
    logic [15:0] Hex_Val;
    BCD BCDMod (.HEX(DATA_IN), .THOUSANDS(BCD_Val[15:12]),
                .HUNDREDS(BCD_Val[11:8]), .TENS(BCD_Val[7:4]),
                .ONES(BCD_Val[3:0]));
    CathodeDriver CathMod (.HEX(Hex_Val), .CLK(CLK), .CATHODES(CATHODES),
                            .ANODES(ANODES));
    always_comb begin
        if (MODE == 1'b1)
            Hex_Val = BCD_Val;
        else
            Hex_Val = DATA_IN;
    end
endmodule

==> flow_summary.toml <==
# yosys + openroad results
[final_timing]
hold_viol = 0
relSlewSlack_pct = 32.6
period_used_pct = 78.1
unclocked_pins = 13
tightestPinTransition_ns = 0.998
min_period_ns = 3.05
setup_tns_ns = 0
grt_setup_unrepaired = "no"
untimed_endpoints = 24
drv_slew = 0
hold_slack_ns = 0.451
setup_violations = 0
setup_slack_ns = 0.853
fmax_mhz = 328
skew_ns = 0.00286

[clocking]
cts_tree = "built"
cts_buffer_depth = 2
cts_inserted_buffers = 3
ctsResizeCount = 0
clk_pin_slew_ns = 0.05
cts_hold_buf = 0
clock_latency_ns = 0.25
htreeDepth = 1
post_cts_buffers = 0
cts_root_buffer = "clkbuf_16"

[floorplan]
die_x_um = 129
die.size.y_um = 129
chip_area_mm2 = 0.0167
fp_util_pct = 51.1
rows = 46
ios = 30
coreArea_mm2 = 0.0159

[synth]
yosysWarnings = 3
edf_count = 1
syn_inst = 1129
yosysChipArea_mm2 = 0.00812
synth_cell_type_count = 118
synth_seq_share_pct = 8.51
synth-main-ff-cell = "dfxtp_1"
syn_area_per_cell_um2 = 7.19
async_flop_share_pct = 0
ys_ff = 34
ys_cells = 1129
syn_area_mm2 = 0.00812

[worst_setup_path]
criticalPathCategory = "reg2reg"
cp_slowest_stage_delay_ns = 0.91
end_kind = "flop"
cp.arrival_ns = 3.01
crit_slowest_cell = "nor4bb_1"
worstPathRequired_ns = 3.86
crit_path_max_fanout = 5
crit-reg2reg-launch = "CathMod.clk_div_counter[2]"
path_cells = "nand3_1, nor2_1, nand3_1, nor2_1, xor2_1, nor4b_1, nor4bb_1, buf_4"
startpoint_type = "flop"
startpoint = "CathMod.clk_div_counter[2]"

[placed_design]
gp_routability_congestion = 0.944
port_buffers = 28
post_dp_cell_area_mm2 = 0.00844
place_hpwl_um = 15500
dpl_worst_slack_ns = 0.862

[routing]
wl_um = 19800
wl_met1_um = 10300
routedWlPerCell_um = 14.9
top_layer_used = "met4"
antenna_cells = 0
route.detailed.drc = 0
met2_length_um = 8720
ant_nets = 0
first_iter_violations = 614
wl_met3_um = 623
routed_via_density = 6.22
firstDrtPassIters = 5
vias = 8265

[min_path]
worstHoldStart = "CathMod.clk_div_counter[19]"
worstHoldPathType = "reg2reg"

[grt]
grt_max_degree = 29
grt-ovfl-total = 0
grt_pass1_wl_um = 34400
antenna_found_initial = 0
grt_pass1_vias = 7394
globalRouteTotalUtil_pct = 24.7

[final_layout]
layout_top_cells = "nor2_1, nand2_1, inv_1"
syn_to_final_growth_pct = 4.96
final_area_mm2 = 0.00852
combGateArea_mm2 = 0.00684
lay_top_count = "nor2_1"
fillers = 1563
seqCellArea_um2 = 691
drive_above_1_share_pct = 7.64

[run]
maxCapViolCount = 0
log.warning_count = 56

[status]
outcome = "finished clean"
-- layout make-up --
cell class / instances / share of cell area, %
clock buffers: 4 / 0.925
well taps: 216 / 3.17
inverters: 84 / 3.70
flip-flops and latches: 34 / 8.11
repair buffers: 34 / 3.82
multi-input cells: 956 / 80.3
-- critical path: cells and delay by family, from the launching register on --
family	cells	cell delay, ns
buf+inv	1	0.28
simple gates	6	1.97
xor+xnor	1	0.13
flops	1	0.38
-- worst paths after layout --
check                                                   end  slack [ns]  cells after the start
worst max-delay path                      CathMod.s_clk_500        0.85                      8
worst min-delay path            CathMod.clk_div_counter[19]        0.45                      1
worst max register to register            CathMod.s_clk_500        0.85                      8
worst min register to register  CathMod.clk_div_counter[19]        0.45                      1
-- stage by stage --
| step | utilization (%) | instances |
|---|---|---|
| after floorplan | - | 1129 |
| after global placement | 53.1 | 1324 |
| after detailed placement | 53.1 | 1324 |
| after CTS | 53.6 | 1328 |
| after global routing | 53.6 | 1328 |
| final | 53.6 | 1328 |
-- layer usage --
metal  vias to the layer above  track usage (%)
li1                       4309                -
met1                      3761             38.0
met2                       175             39.7
met3                        20             1.35
met4                         0             2.39
met5                         -                0
-- cells by family after synthesis --
family                     count (synthesis)  synth area share [%]
muxes                                     41                  5.33
AOI/OAI and AO/OA                        387                  37.4
xor gates and xnor gates                  39                  4.89
buffers and inverters                    139                  7.23
other                                      1                0.0462
and+or+nand+nor                          423                  26.6
DFF                                       34                  8.51
adders and majority gates                 65                  10.0
-- registers in the layout (all words and copies together) (netlist names) --
register and count:
CathMod.clk_div_counter 20, CathMod.s_clk_500 1, CathMod.CATHODES 7, CathMod.ANODES 4, CathMod.r_disp_digit 2
-- synth_stat cells (6+ instances only) --
master / number / area [µm²]
nand4_1: 13 / 81.3
o31ai_1: 8 / 60.1
buf_6: 6 / 67.6
a21o_1: 15 / 113
nor4_1: 13 / 81.3
o21ai_0: 49 / 245
a211oi_1: 14 / 105
o21a_1: 9 / 67.6
o32ai_1: 8 / 70.1
buf_2: 13 / 65.1
o22ai_1: 11 / 68.8
ha_1: 64 / 801
or2_2: 6 / 37.5
clkbuf_1: 33 / 124
nand2_1: 87 / 327
nor2_1: 103 / 387
o21ai_1: 9 / 45.0
mux2i_1: 29 / 290
o211ai_1: 29 / 218
and2_1: 11 / 68.8
a221o_1: 7 / 70.1
a21oi_1: 59 / 295
nor3_1: 41 / 205
a311oi_1: 6 / 52.6
dfxtp_1: 33 / 661
a32o_1: 6 / 60.1
xnor2_1: 24 / 210
nor2b_1: 8 / 50.1
o211a_1: 8 / 80.1
or3_1: 13 / 81.3
xor2_1: 10 / 87.6
a221oi_1: 13 / 114
o221ai_1: 9 / 78.8
and3_1: 19 / 119
mux2_2: 8 / 90.1
a31oi_1: 24 / 150
nand2b_1: 9 / 56.3
inv_1: 79 / 297
o2111ai_1: 9 / 78.8
nand3_1: 50 / 250
or4_1: 6 / 45.0
