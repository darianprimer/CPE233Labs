## flow/design.v

```verilog
`timescale 1ns / 1ps
module Register_File(
    input [7:0] DIN,
    input [4:0] ADRX,
    input [4:0] ADRY,
    input RF_WR,
    input clk,
    output [7:0] DX_OUT,
    output [7:0] DY_OUT
    );
    logic [7:0] ram [0:31];
    initial begin
      int i;
      for (i=0; i<32; i++) begin
        ram[i] = 0;
      end
    end
    always_ff @ (posedge clk)
    begin
        if (RF_WR == 1)
            ram[ADRX] <= DIN;
    end
    assign DX_OUT = ram[ADRX];
    assign DY_OUT = ram[ADRY];
endmodule
```

## flow/config.mk

```make
export PLATFORM = sky130hd
export DESIGN_NAME = Register_File
export DESIGN_NICKNAME = Register_File
export VERILOG_FILES = /design/flow/design.v
export SDC_FILE = /design/flow/constraint.sdc
export NUM_CORES = 4
export LEC_CHECK = 1
export CORE_UTILIZATION = 30
```

## flow/run.sh

```bash
#!/bin/bash
# OpenROAD 26Q1-2900-gdf79404cd8, Yosys 0.63+post, stock flow scripts
make -C /OpenROAD-flow-scripts/flow DESIGN_CONFIG=/design/flow/config.mk WORK_HOME=/design/flow/orfs finish
```

## flow/constraint.sdc

```tcl
current_design Register_File

set clk_period 3.1
set clk_io_pct 0.2

create_clock -name clk0 -period $clk_period [get_ports {clk}]

set non_clock_inputs [all_inputs -no_clocks]
set_input_delay [expr $clk_period * $clk_io_pct] -clock clk0 $non_clock_inputs
set_output_delay [expr $clk_period * $clk_io_pct] -clock clk0 [all_outputs]
```

==> GITHUB_STEP_SUMMARY <==
## Synthesis and layout report

| Metric | Value |
|---|---|
| Met2 usage | `27.6%` |
| CTS tree | `yes` |
| OpenROAD warning count | `27` |
| Cell Type Count | `20` |
| Critical Path End | `DY_OUT[7]` |
| Final worst path period share | `101%` |
| Leakage power | `5.10 nW` |
| Total Routed Length | `33.4 mm` |
| Vias/cell | `5.38` |
| Largest register FFs | `256` |
| Synthesized area per cell | `21.7 um2` |
| CTS Buf Count | `27` |
| GPL Wtd Cong | `0.938` |
| Post-Synthesis Cells | `543` |
| Detailed placement HPWL | `22.6 mm` |
| Hold crit path type | `input port to register` |
| All-Layer GR Usage | `18.3%` |
| Synthesized registers | `256` |
| Worst slew pin tran | `0.408 ns` |
| Max cap viols | `0` |
| Share of layout cells above drive strength 1 | `52.4%` |
| Synth warn | `1` |
| Die Y | `200 um` |
| Max clock buf depth | `3` |
| Number of H-tree levels | `1` |
| Status | `complete, but fails checks` |
| Setup crit start | `ADRY[0]` |
| Die X | `200 um` |
| Minimum clock period | `3.12 ns` |
| RSZ-0062 raised after global routing | `yes` |
| Logic pwr share | `10.6%` |
| Share of the yosys chip area belonging to registers | `65.3%` |
| Global-route track usage on met1 | `19.3%` |
| Vias in the first global route | `8092` |
| Final Worst Setup Slack | `-0.0222 ns` |
| Violated checks | `negative setup slack` |
| CP arrival | `2.50 ns` |
| Post-route design area | `15300 um2` |
| Routed Antenna Nets | `0` |
| Setup crit end kind | `output port` |
| Ant diodes | `0` |
| Core footprint | `38600 um2` |
| Via count | `6837` |
| DR WL/cell | `26.3 um` |
| Placement-stage worst setup slack | `-0.386 ns` |
| Yosys-reported design area after synthesis | `11800 um2` |
| Critical setup path kind | `input port to output port` |
| Clk slew on worst S/H paths | `0.06 ns` |
| Clock Power Share | `41.3%` |
| CP Launch Type | `input port` |
| Num rows | `72` |
| HP Start | `DIN[3]` |
| CTS sink cnt | `256` |
| Initial antenna violation count | `0` |
| Seq pwr share | `48.1%` |
| Fin Hold WS | `0.921 ns` |
| Drt first pass iters | `5` |
| Root Buffer | `clkbuf_16` |
| Post-DP Area | `13700 um2` |
| Die area | `40000 um2` |
| Ports | `36` |
| Peak VDD IR | `0.308 mV` |
| Rel. slew slack | `72.7%` |
| Biggest register | `ram` |
| Final setup vio count | `3` |
| NetSw | `1.72 mW` |
| Largest fanout on the critical path | `5` |
| Setup TNS Final | `-0.0465 ns` |
| First-pass GRT wire length | `50.0 mm` |
| Post-route DRC | `0` |
| Pwr/cell area | `524 nW/um2` |
| Busiest grt layer | `met2` |
| Fmax | `320 MHz` |
| Internal power | `6.33 mW` |
| Yosys Instances | `543` |
| Hold Fails Final Rpt | `0` |
| Area delta synth->final | `30.3%` |
| Worst EP required | `2.48 ns` |
| Post-Synthesis Cell Area | `11800 um2` |
| Sw frac | `21.3%` |
| Remaining Overflow, GRT | `0` |
| Core Util at FP | `30.5%` |
| Grt met3 use | `14.5%` |
| Top Registers | `ram x256` |
| Largest net degree at the start of global routing | `38` |
| Max Slew Vio Count | `0` |
| DR iter-0 viols | `452` |
| Port Buf Inserts | `35` |
## layout make-up
cell class | count | area [um2]
clock buffers | 31 | 691
clock inverters | 18 | 220
fillers | 3318 | 23300
multi-input cells | 245 | 4010
flip-flops and latches | 256 | 7690
well taps | 518 | 648
repair buffers | 202 | 2090
## cells in the mapped netlist
cell type  number  area share, %
edfxtp_1      256             65
mux4_2        144             28
nor2_1         33            1.1
a22oi_1        32            2.0
clkbuf_1       17           0.54
buf_1          11           0.35
mux2_2          8           0.77
nand4_1         8           0.43
buf_2           7           0.30
buf_4           6           0.38
nand3b_1        5           0.32
and3b_1         3           0.22
nor3b_1         3           0.19
or3b_2          3           0.22
nand3_1         2          0.085
and3_1          1          0.053
buf_6           1          0.096
nand2_1         1          0.032
nor3_1          1          0.042
or3_1           1          0.053
## placed cells by master (no fill, tap or decap)
cell and instances:
clkdlybuf4s15_2 1, bufinv_16 5, or3b_2 3, dlygate4sd2_1 7, buf_12 23, nor3b_4 2, clkbuf_16 27, mux4_2 144
a22oi_2 11, and3b_2 3, buf_16 8, inv_6 1, nor3b_2 1, and3_2 1, clkinv_2 4, buf_2 8
dlymetal6s2s_1 1, clkinv_1 5, or3_1 1, nand4_1 8, buf_6 22, nand3b_1 5, clkinvlp_4 3, a22oi_1 21
buf_8 1, edfxtp_1 256, clkdlybuf4s15_1 1, nor2_1 33, nor3_2 1, buf_4 117, nand3_1 2, clkdlybuf4s50_1 13
nand2_1 1, clkbuf_1 4, mux2_4 8
## routing by layer
layer / vias to the layer above / part of all wire (%)
met5: - / 0.39
met3: 67 / 17
met4: 2 / 3.4
met2: 521 / 48
met1: 3442 / 32
li1: 2805 / -
## repair_timing
item                                    4_1_cts  5_1_grt
hold endpoints to repair                      0        0
gates resized                               105       11
endpoints found under the setup margin       16       10
pin swaps                                     9        2
cloned                                       11        0
setup buffers                                30        8
hold buffers                                  0        0
## cells by family after synthesis
logic type,share of synthesized area [%]
simple gates,2.70
compound gates,2.04
flops,65.3
buf+inv,1.67
mux,28.3
## metrics by stage
step | cells | total power [mW] | utilization [%]
detailed placement | 1181 | 4.68 | 35.5
finish | 1270 | 8.04 | 39.7
global placement | 1181 | 4.67 | 35.5
floorplan | 543 | 4.30 | -
global route | 1270 | 8.26 | 39.7
CTS | 1271 | 8.09 | 40.0
## power by group through the flow
stage	combinational, mW	sequential, mW	clock, mW
finish	0.852	3.87	3.32
global route	0.905	3.87	3.48
CTS	0.872	3.87	3.35
## worst min-delay path by stage
stage | cells after the start | endpoint | slack, ns
4_1_cts | 2 | ram[13][3] | 0.91
5_1_grt | 2 | ram[13][3] | 0.94
6_report | 2 | ram[13][3] | 0.92
## worst max-delay path, cell delays in order
cell and delay, ns:
buf_16 0.11, buf_12 0.14, buf_16 0.12, buf_8 0.11
mux4_2 0.51, mux4_2 0.47, mux2_4 0.28, buf_6 0.11
Power and IR drop assume default switching activity.
