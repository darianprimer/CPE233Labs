==> flow/constraint.sdc <==
current_design Scratch_RAM

set clk_period 13.9
set clk_io_pct 0.2

create_clock -name clk0 -period $clk_period [get_ports {clk}]

set non_clock_inputs [all_inputs -no_clocks]
set_input_delay [expr $clk_period * $clk_io_pct] -clock clk0 $non_clock_inputs
set_output_delay [expr $clk_period * $clk_io_pct] -clock clk0 [all_outputs]
==> flow/run.sh <==
#!/bin/bash
# OpenROAD 26Q1-2900-gdf79404cd8, Yosys 0.63+post, stock flow scripts
make -C /OpenROAD-flow-scripts/flow DESIGN_CONFIG=/design/flow/config.mk WORK_HOME=/design/flow/orfs finish
==> flow/design.v <==
`timescale 1ns / 1ps
module Scratch_RAM(
    input [9:0] DATA_IN,
    input [7:0] SCR_ADDR,
    input SCR_WE,
    input clk,
    output [9:0] DATA_OUT
    );
    logic [9:0] ram [0:255];
        initial begin
          int i;
          for (i=0; i<256; i++) begin
            ram[i] = 0;
          end
        end
    always_ff @ (posedge clk)
            begin
                if (SCR_WE == 1)
                    ram[SCR_ADDR] <= DATA_IN;
            end
    assign DATA_OUT = ram[SCR_ADDR];
endmodule
==> flow/config.mk <==
export PLATFORM = sky130hd
export DESIGN_NAME = Scratch_RAM
export DESIGN_NICKNAME = Scratch_RAM
export VERILOG_FILES = /design/flow/design.v
export SDC_FILE = /design/flow/constraint.sdc
export NUM_CORES = 4
export LEC_CHECK = 1
export CORE_UTILIZATION = 40
==> impl_report.txt <==
==== FLOW RESULTS ====
----------------------------------------------------
[Status]
  Run status ........................ finished clean

[Final layout]
  Registers with the most flip-flops ........................ ram (2560)
  Top cell excl fill/tap ........................ edfxtp_1
  Syn-to-layout area delta ........................ 14.4%
  Top logic cells by instance count in the layout ........................ edfxtp_1 (2560), mux4_2 (640), buf_4 (378), a22oi_1 (320), clkbuf_16 (242)
  Reg with most FFs ........................ ram
  Share of post-route cells with drive strength above 1 ........................ 0.285
  Max FFs per register ........................ 2560

[Worst setup path]
  Endpoint type of the worst setup path ........................ primary output
  Cell chain of the critical path ........................ buf_8, buf_4, buf_4, mux4_2, a22oi_1, a21oi_1, o41ai_1, nand4_1, clkdlybuf4s50_1
  Arrival time at the worst endpoint ........................ 8.23 ns
  Maximum fanout along the worst path ........................ 49
  Nature of the critical path startpoint ........................ input pin
  Required time at the worst-slack endpoint ........................ 11.12 ns
  Worst path max stage delay ........................ 1.08 ns
  Critical path's slowest cell ........................ o41ai_1
  Library cell appearing most often on the critical path ........................ buf_4
  Launch point of the worst path ........................ SCR_ADDR[0]
  Worst setup path class ........................ input pin to primary output

[Yosys]
  Adder-cell share of the synthesized area ........................ 0
  Ys Warns ........................ 1
  Count of state elements after synthesis ........................ 2560
  AND-OR/OR-AND Cells, Area Fraction ........................ 0.0365
  Post-Syn Area ........................ 97400 µm²
  Mux contribution to synthesized area ........................ 0.148
  YS chip area ........................ 97400 µm²
  Instance tally after logic synthesis ........................ 4328
  Share of the yosys chip area belonging to registers ........................ 0.789
  Distinct lib cells ........................ 22
  Xor-xnor portion of the synthesized cell area ........................ 0
  Syn Area/Cell ........................ 22.5 µm²
  Area fraction in and, or, nand and nor cells after synthesis ........................ 0.0141
  Cell count in the Yosys report ........................ 4328
  Largest family of logic cells by area ........................ multiplexers

[Timing]
  RSZ-0062 raised after global routing ........................ false
  Slew Limit Fails ........................ 0
  Worst slew pin tran ........................ 1.33 ns
  Sum of negative setup slack ........................ 0 ns
  Top achievable clock speed ........................ 90.8 MHz
  Slew margin rel. ........................ 0.0997
  Post-route minimum period ........................ 11.01 ns
  Final period util ........................ 0.792
  Final setup violating endpoints ........................ 0
  Worst setup margin ........................ 2.89 ns
  Hold Violations, Final ........................ 0

[Place]
  Post-Place Setup Slack ........................ 2.77 ns
  Global placement routability congestion ........................ 0.881
  IO buf count ........................ 29
  Half-perimeter wire length of the detailed placement result ........................ 142 mm

[Global routing]
  Largest net degree at the start of global routing ........................ 100
  Grt ovf ........................ 0
  GR Util All Layers ........................ 0.219
  Initial antenna violation count ........................ 2
  Wire length of the first global-routing pass ........................ 349 mm
  Via count of the first global-routing pass ........................ 50900

[CTS]
  Clk slew on worst S/H paths ........................ 0.06 ns
  Hold-fix buffers, CTS ........................ 0
  Number of clock buffers inserted by TritonCTS ........................ 241
  Clock tree from TritonCTS ........................ done
  CTS H-tree depth ........................ 4
  Number of post-CTS setup repair buffers ........................ 0
  Largest buffer count on any clock path ........................ 3
  Clock sink count ........................ 2560
  # resized after CTS ........................ 0
  Library cell used as clock root buffer ........................ clkbuf_16

[Floorplanning]
  Core box area ........................ 241000 µm²
  Vertical die size ........................ 495 µm
  Site Rows ........................ 180
  X dimension of the die ........................ 495 µm
  Ports ........................ 30
  Die outline area ........................ 246000 µm²
  Share of the core filled by cells before placement ........................ 0.404

[Detailed routing]
  Residual DRC count ........................ 0
  Remaining number of nets flagged by the antenna check after routing ........................ 0
  Detailed router's first-iteration violation count ........................ 2879
  Total routed wirelength ........................ 238 mm
  First drt pass iteration count ........................ 8
  Routed via count ........................ 46000
  Via count normalized by instance count ........................ 5.69
  Routed wire per std cell ........................ 29.5 µm

[Pwr]
  Total power density per cell area ........................ 141 nW/µm²
  Clock network fraction of design power ........................ 0.412
  Internal power summed over all cells ........................ 0.0124 W
  IR Drop Worst-Case VDD ........................ 0.125 mV
  Final Total Pwr ........................ 0.0157 W
  Power share of the combinational group ........................ 0.046
  Share of total power in sequential cells ........................ 0.542
  Switch share ........................ 0.210
  Switching power ........................ 0.00329 W
  Static leakage ........................ 34.1 nW

[Min path]
  Capture endpoint of the worst hold path ........................ ram[81][4]
  Hold WC Path Type ........................ input pin to register
  Count of cells along the worst hold path ........................ 1
  Worst hold start ........................ DATA_IN[4]

[Run]
  Count of warning messages emitted by the tools ........................ 26
  Max Cap Viol ........................ 0

----------------------------------------------------
-- stage by stage --
step | area (µm²) | hold WS [ns] | utilization | std cells
after floorplan | 97400 | 2.88 | - | 4328
after global placement | 104000 | 3.24 | 0.430 | 7654
after detailed placement | 104000 | 3.25 | 0.430 | 7654
after CTS | 111000 | 2.29 | 0.462 | 8090
after global routing | 111000 | 2.33 | 0.462 | 8090
final | 111000 | 2.32 | 0.462 | 8091
-- power groups by stage --
stage / registers (W) / clock network [W] / logic [W]
final: 0.00851 / 0.00647 / 0.000717
after global routing: 0.00851 / 0.00688 / 0.000768
after CTS: 0.00851 / 0.00659 / 0.000731
-- worst max-delay path by stage --
| stage | to | slack (ns) | depth (start not counted) |
|---|---|---|---|
| after CTS | DATA_OUT[3] | 2.77 | 9 |
| after global routing | DATA_OUT[1] | 2.62 | 10 |
| final | DATA_OUT[3] | 2.89 | 9 |
-- cells in the mapped netlist, drive strengths merged --
cell type | instances | area share
and2 | 3 | 0.00019
nor2 | 232 | 0.0089
buf | 97 | 0.0054
nand3 | 13 | 0.00067
mux4 | 640 | 0.15
a21oi | 160 | 0.0082
nand2b | 6 | 0.00039
nor2b | 7 | 0.00045
inv | 1 | 0.000038
or3 | 1 | 0.000064
nand2 | 28 | 0.0011
or2 | 2 | 0.00013
o41ai | 40 | 0.0036
edfxtp | 2560 | 0.79
nand4 | 10 | 0.00064
clkbuf | 178 | 0.0069
nor3 | 30 | 0.0015
a22oi | 320 | 0.025
-- critical path: cells and delay by family --
family,cells,cell delay [ns]
buf+inv,4,2.41
compound gates,3,1.59
simple gates,1,0.72
mux,1,0.63
-- routing by layer --
metal | share of wire | GRT usage
met3 | 0.15 | 0.149
met1 | 0.33 | 0.272
met4 | 0.037 | 0.0616
met2 | 0.48 | 0.324
met5 | 0.0013 | 0.00959
-- area by class of cell --
type	count	area, µm²
antenna	1	2.50
clock buffer	286	6220
clock inverter	150	1530
fill	19400	130000
inverter	1	3.75
multi-input combinational	1492	19400
sequential	2560	76900
tap	3185	3990
timing repair buffer	416	3370
-- kinds of logic after synthesis --
family                 after synthesis
flip-flops                        2560
AND-OR/OR-AND                      520
buffers and inverters              276
AND/OR/NAND/NOR                    332
multiplexers                       640
Power is estimated from default activity; no workload was simulated.
